### design/flow/design.v
module REVERSALMB_Module (   
    input               CLK,
    input               rst_n,
    input               i_MBINIT_REPAIRVAL_end,
    input               i_REVERSAL_done,  
    input [3:0]         i_Rx_SbMessage,
    input               i_Busy_SideBand,  
    input               i_msg_valid,
    input               i_LaneID_Pattern_done, 
    input               i_falling_edge_busy, 
    input [15:0]        i_REVERSAL_Result_SB,  
    input               i_Start_Repeater, 
    output reg [1:0]    o_MBINIT_REVERSALMB_LaneID_Pattern_En, 
    output reg          o_MBINIT_ApplyReversal_En,       
    output reg          o_MBINIT_REVERSALMB_Module_end,
    output reg [3:0]    o_TX_SbMessage,
    output reg          o_tx_data_valid_reversal,
    output              o_train_error_req_reversalmb,
    output reg          o_Second_Clear_Error_Req,
    output reg          apply_repeater
);
integer  i;
reg [4:0] one_count;
reg DONE_CHECK;
reg [3:0] CS, NS;    
reg handle_error_req;
reg [1:0] clear_req_count;
localparam MBINIT_REVERSALMB_init_req           = 4'b0001; 
localparam MBINIT_REVERSALMB_init_resp          = 4'b0010; 
localparam MBINIT_REVERSALMB_clear_error_req    = 4'b0011; 
localparam MBINIT_REVERSALMB_clear_error_resp   = 4'b0100; 
localparam MBINIT_REVERSALMB_result_req         = 4'b0101; 
localparam MBINIT_REVERSALMB_result_resp        = 4'b0110; 
localparam MBINIT_REVERSALMB_done_req           = 4'b0111; 
localparam MBINIT_REVERSALMB_done_resp          = 4'b1000; 
localparam IDLE                                     = 0;
localparam SEND_REVERSAL_INIT_REQUEST               = 1;
localparam SEND_CLEAR_ERROR_REQUEST                 = 2;
localparam GENERATE_LANEID_PATTERN                  = 3;
localparam SEND_RESULT_REQUEST                      = 4;
localparam EVALUATE_REVERSAL_RESULT                 = 5;
localparam APPLY_LANE_REVERSAL                      = 6;
localparam SEND_DONE_REQUEST                        = 7;
localparam REVERSAL_COMPLETE                        = 8;
localparam WAIT_FOR_RESPONSE                        = 9;
localparam WAIT_BUSY_CLEAR_FOR_ERROR_REQ            = 10;
localparam WAIT_BUSY_CLEAR_FOR_RESULT_REQ           = 11;
localparam WAIT_BUSY_CLEAR_FOR_DONE_REQ             = 12;
assign o_train_error_req_reversalmb = (CS == EVALUATE_REVERSAL_RESULT && one_count < 8 && DONE_CHECK && handle_error_req);
wire entering_clear_error_req = (NS == SEND_CLEAR_ERROR_REQUEST) && (CS != SEND_CLEAR_ERROR_REQUEST);
always @(posedge CLK or negedge rst_n) begin
    if (!rst_n) begin
        clear_req_count        <= 2'd0;
        o_Second_Clear_Error_Req <= 1'b0;
    end else begin
        if (~i_MBINIT_REPAIRVAL_end) begin
            clear_req_count        <= 2'd0;
            o_Second_Clear_Error_Req <= 1'b0;
        end else if (entering_clear_error_req) begin
            if (clear_req_count < 2'd2)
                clear_req_count <= clear_req_count + 1'b1;
            if (clear_req_count == 2'd1)
                o_Second_Clear_Error_Req <= 1'b1;
            else
                o_Second_Clear_Error_Req <= 1'b0;
        end 
    end
end
always @(posedge CLK or negedge rst_n) begin
    if (!rst_n) begin
        CS <= IDLE;
    end else begin
        CS <= NS;
    end
end
always @(*) begin
    NS = CS;  
    case (CS)
        IDLE: begin
            if (i_MBINIT_REPAIRVAL_end && ~i_Busy_SideBand) NS = SEND_REVERSAL_INIT_REQUEST;
        end
        SEND_REVERSAL_INIT_REQUEST: begin
            if (~i_MBINIT_REPAIRVAL_end) NS = IDLE;
            else if (i_falling_edge_busy) NS = WAIT_FOR_RESPONSE;
        end
        WAIT_FOR_RESPONSE: begin
            if (~i_MBINIT_REPAIRVAL_end) NS = IDLE;
            else if (i_Rx_SbMessage == MBINIT_REVERSALMB_init_resp && i_msg_valid  || (i_Start_Repeater && ~o_Second_Clear_Error_Req)) NS = WAIT_BUSY_CLEAR_FOR_ERROR_REQ;
            else if (i_Rx_SbMessage == MBINIT_REVERSALMB_clear_error_resp && i_msg_valid) NS = GENERATE_LANEID_PATTERN;            
            else if (i_Rx_SbMessage == MBINIT_REVERSALMB_result_resp && i_msg_valid) NS = EVALUATE_REVERSAL_RESULT;
            else if (i_Rx_SbMessage == MBINIT_REVERSALMB_done_resp && i_msg_valid)  NS = REVERSAL_COMPLETE;
        end
        WAIT_BUSY_CLEAR_FOR_ERROR_REQ: begin
            if (~i_MBINIT_REPAIRVAL_end) NS = IDLE;
            else if (~i_Busy_SideBand) NS = SEND_CLEAR_ERROR_REQUEST;
        end
        SEND_CLEAR_ERROR_REQUEST: begin
            if (~i_MBINIT_REPAIRVAL_end) NS = IDLE;
            else if (i_falling_edge_busy) NS = WAIT_FOR_RESPONSE;
        end
        GENERATE_LANEID_PATTERN: begin
            if (~i_MBINIT_REPAIRVAL_end) NS = IDLE;
            else if (i_LaneID_Pattern_done) NS = WAIT_BUSY_CLEAR_FOR_RESULT_REQ;            
        end
        WAIT_BUSY_CLEAR_FOR_RESULT_REQ : begin
            if (~i_MBINIT_REPAIRVAL_end) NS = IDLE;
            else if (~i_Busy_SideBand) NS = SEND_RESULT_REQUEST;
        end
        SEND_RESULT_REQUEST: begin
            if (~i_MBINIT_REPAIRVAL_end) NS = IDLE;
            else if (i_falling_edge_busy) NS = WAIT_FOR_RESPONSE;     
        end
        EVALUATE_REVERSAL_RESULT: begin
            if (~i_MBINIT_REPAIRVAL_end) NS = IDLE; 
            else if (DONE_CHECK) begin
                if (one_count > 8) 
                    NS = WAIT_BUSY_CLEAR_FOR_DONE_REQ;
                else if (!handle_error_req) 
                    NS = APPLY_LANE_REVERSAL;
                else
                 NS = WAIT_BUSY_CLEAR_FOR_DONE_REQ;
            end
        end
        WAIT_BUSY_CLEAR_FOR_DONE_REQ: begin
            if (~i_MBINIT_REPAIRVAL_end) NS = IDLE;
            else if (~i_Busy_SideBand) NS = SEND_DONE_REQUEST;
        end
        APPLY_LANE_REVERSAL: begin
            if (~i_MBINIT_REPAIRVAL_end) NS = IDLE;
            else if (i_REVERSAL_done) NS = WAIT_BUSY_CLEAR_FOR_ERROR_REQ;
        end
        SEND_DONE_REQUEST: begin
            if (~i_MBINIT_REPAIRVAL_end) NS = IDLE;
            else if (i_falling_edge_busy) NS = WAIT_FOR_RESPONSE; 
        end
        REVERSAL_COMPLETE: begin
            if (~i_MBINIT_REPAIRVAL_end) NS = IDLE;
        end
        default: begin
            NS = IDLE;
        end
    endcase
end
always @(*) begin
    one_count = 0;   
    for (i = 0; i < 16; i = i + 1) begin
        one_count = one_count + i_REVERSAL_Result_SB[i];  
    end
    DONE_CHECK = 1;  
end
always @(posedge CLK or negedge rst_n) begin
    if (!rst_n) begin
        o_MBINIT_REVERSALMB_LaneID_Pattern_En <= 0;
        o_MBINIT_ApplyReversal_En  <= 0;
        o_MBINIT_REVERSALMB_Module_end        <= 0;
        o_TX_SbMessage                        <= 4'b0000;
        o_tx_data_valid_reversal                <= 0;
        handle_error_req                      <= 0;
        apply_repeater <= 0; 
    end else begin
        o_MBINIT_REVERSALMB_LaneID_Pattern_En <= 0;
        o_MBINIT_ApplyReversal_En  <= 0;
        o_MBINIT_REVERSALMB_Module_end        <= 0;
        o_TX_SbMessage                        <= 4'b0000;
        o_tx_data_valid_reversal                <= 0;
        apply_repeater <=0;
        case (NS)
            SEND_REVERSAL_INIT_REQUEST: begin
                o_tx_data_valid_reversal <= 1'b1;
                o_TX_SbMessage <= MBINI_REVERSALMB_init_req;
            end
            SEND_CLEAR_ERROR_REQUEST: begin
                o_tx_data_valid_reversal <= 1'b1;
                o_TX_SbMessage <= MBINIT_REVERSALMB_clear_error_req;
            end       
            GENERATE_LANEID_PATTERN: begin
                o_MBINIT_REVERSALMB_LaneID_Pattern_En <= 2'b11;  
            end
            SEND_RESULT_REQUEST: begin
                o_tx_data_valid_reversal <= 1'b1;
                o_TX_SbMessage <= MBINIT_REVERSALMB_result_req;
            end
            APPLY_LANE_REVERSAL: begin
                o_MBINIT_ApplyReversal_En <= 1'b1;
                handle_error_req <= 1;
                apply_repeater <=1;
            end
            SEND_DONE_REQUEST: begin
                o_tx_data_valid_reversal <= 1'b1;
                o_TX_SbMessage <= MBINIT_REVERSALMB_done_req;
            end
            REVERSAL_COMPLETE: begin
                o_MBINIT_REVERSALMB_Module_end <= 1;
            end
            default: begin
                o_MBINIT_REVERSALMB_LaneID_Pattern_En <= 0;
                o_MBINIT_ApplyReversal_En  <= 0;
                o_MBINIT_REVERSALMB_Module_end        <= 0;
                o_TX_SbMessage                        <= 4'b0000;
                o_tx_data_valid_reversal                <= 0;   
                apply_repeater <=0;
            end
        endcase
    end
end
endmodule
### design/flow/run.sh
#!/bin/bash
# OpenROAD 26Q1-2900-gdf79404cd8, Yosys 0.63+post, stock flow scripts
make -C /OpenROAD-flow-scripts/flow DESIGN_CONFIG=/design/flow/config.mk WORK_HOME=/design/flow/orfs finish
### design/flow/config.mk
export PLATFORM = sky130hd
export DESIGN_NAME = REVERSALMB_Module
export DESIGN_NICKNAME = REVERSALMB_Module
export VERILOG_FILES = /design/flow/design.v
export SDC_FILE = /design/flow/constraint.sdc
export NUM_CORES = 4
export LEC_CHECK = 1
export CORE_UTILIZATION = 30
### design/flow/constraint.sdc
current_design REVERSALMB_Module

set clk_period 7.4
set clk_io_pct 0.2

create_clock -name clk0 -period $clk_period [get_ports {CLK}]

set non_clock_inputs [all_inputs -no_clocks]
set_input_delay [expr $clk_period * $clk_io_pct] -clock clk0 $non_clock_inputs
set_output_delay [expr $clk_period * $clk_io_pct] -clock clk0 [all_outputs]
==> load_flow_metrics.sql <==
-- implementation run metrics
INSERT INTO impl_metrics (metric_group, metric, value, unit) VALUES
('min_path', 'timing.hold.worst_path_depth', '2', ''),
('status', 'status', 'finished, final reports clean', ''),
('clock_tree', 'cts_setup_buffers', '0', ''),
('clock_tree', 'numCtsBuffers', '3', ''),
('floorplanning', 'coreArea', '0.00564', 'sq mm'),
('clock_tree', 'h_tree_depth_reported_by_cts', '1', ''),
('final_timing', 'tightestPinTransition', '619', 'ps'),
('floorplanning', 'floorplan.die_area', '0.00634', 'sq mm'),
('place', 'placement.setup.worst_slack', '451', 'ps'),
('global_route', 'grt_start_max_net_pins', '25', ''),
('drt', 'diodes', '0', ''),
('synthesis', 'synth_top_cell_by_area', 'sky130_fd_sc_hd__dfrtp_1', ''),
('drt', 'postRouteWirelength', '3.51', 'mm'),
('critical_path', 'cpMostUsedCell', 'sky130_fd_sc_hd__fa_1', ''),
('drt', 'routed_wire_length_per_instance', '11.6', 'um'),
('clock_tree', 'ctsRootBufferMaster', 'sky130_fd_sc_hd__clkbuf_8', ''),
('clock_tree', 'clock_pin_slew_reported_for_the_worst_setup_and_hold_paths_after_clock_tree_synthesis', '90', 'ps'),
('final_timing', 'grt_setup_unrepaired', 'no', ''),
('min_path', 'min_path_type', 'register to register', ''),
('final_timing', 'final_tally_of_hold_violations', '0', ''),
('synthesis', 'synth_async_sr_flop_share', '100', '%'),
('critical_path', 'cp_endpoint_kind', 'output port', ''),
('drt', 'first_iter_violations', '56', ''),
('place', 'numPortBuffers', '39', ''),
('synthesis', 'count_of_cell_types_in_the_netlist', '55', ''),
('floorplanning', 'placement_rows', '27', ''),
('synthesis', 'synth_flop_count', '24', ''),
('drt', 'avg_vias_per_cell', '4.69', ''),
('pwr', 'leakage_power_summed_over_all_cells', '1.11', 'nW'),
('floorplanning', 'floorplan.die.width', '79.6', 'um'),
('clock_tree', 'clock_insertion_delay_worst_skew', '270', 'ps'),
('pwr', 'cell_pwr_density', '177', 'mW/mm^2'),
('final_timing', 'final.setup_skew', '11.1', 'ps'),
('critical_path', 'timing.critical_path.fanout_max', '2', ''),
('synthesis', 'post_synthesis_average_cell_area', '9.42', 'sq um'),
('final_timing', 'finalCriticalPeriod', '6900', 'ps'),
('final_timing', 'fin_setup_tns', '0', 'ps'),
('global_route', 'first_global_vias', '1473', ''),
('drt', 'detail_route.first_pass.iterations', '4', ''),
('final_timing', 'fmaxAchievable', '145', 'MHz'),
('place', 'dp.cells', '299', ''),
('final_timing', 'setup_viol_count_final', '0', ''),
('clock_tree', 'max-clock-path-buffers', '2', ''),
('critical_path', 'reg2regPathDepth', '7', ''),
('global_route', 'grt_first_pass_wirelength', '6.51', 'mm'),
('floorplanning', 'pin_count', '41', ''),
('clock_tree', 'post_cts_resized', '0', ''),
('cells_and_area', 'drive_above_1_share', '9.52', '%'),
('clock_tree', 'cts_tree', 'built', ''),
('drt', 'final_antenna_net_count', '0', ''),
('cells_and_area', 'lay_top_cells', '39 x sky130_fd_sc_hd__clkdlybuf4s50_1, 37 x sky130_fd_sc_hd__inv_1, 23 x sky130_fd_sc_hd__dfrtp_1, 16 x sky130_fd_sc_hd__nor2_1, 14 x sky130_fd_sc_hd__nand2_1', ''),
('pwr', 'vdd_ir_drop_max', '98.0', 'uV'),
('synthesis', 'yosys_warnings', '3', ''),
('critical_path', 'slowest_stage_cell_crit_path', 'sky130_fd_sc_hd__fa_1', ''),
('critical_path', 'critPathMaxStageDelay', '570', 'ps'),
('cells_and_area', 'utilization', '40.8', '%'),
('global_route', 'initial_antenna_violation_count', '0', ''),
('job', 'warnings', '25', ''),
('final_timing', 'drv_slew', '0', ''),
('global_route', 'globalRouteTotalUtil', '13.0', '%'),
('cells_and_area', 'fill_cells', '560', ''),
('cells_and_area', 'count_of_non_filler_cells_in_the_finished_layout', '303', ''),
('clock_tree', 'cts.sink_count', '24', ''),
('cells_and_area', 'area_growth', '27.4', '%'),
('drt', 'remaining_drcs', '0', ''),
('synthesis', 'synth_stat.cells', '192', ''),
('floorplanning', 'floorplanUtilization', '32.0', '%'),
('synthesis', 'flop_cell', 'sky130_fd_sc_hd__dfrtp_1', ''),
('synthesis', 'seq_share_synth', '33.3', '%'),
('final_timing', 'max-slew-margin-rel', '58.6', '%'),
('critical_path', 'crit_path_start_kind', 'input pin', '');
-- final cells by class --
cell class | instances | area, sq um | share of cell area, %
clock buffer | 4 | 55.1 | 2.39
tap | 72 | 90.1 | 3.91
timing repair buffer | 40 | 398 | 17.3
sequential | 24 | 602 | 26.1
multi-input combinational | 126 | 1020 | 44.3
inverter | 37 | 139 | 6.03
-- path summary, 6_finish.rpt --
path / startpoint / end / slack [ps]
setup / recovery: i_REVERSAL_Result_SB[0] / o_train_error_req_reversalmb / 500
hold reg to reg: CS[0] / CS[0] / 470
setup reg to reg: CS[3] / clear_req_count[0] / 4970
hold / removal: CS[0] / CS[0] / 470
max in group asynchronous: rst_n / CS[0] / 5550
min in group asynchronous: rst_n / o_Second_Clear_Error_Req / 1560
-- worst max-delay path, delay by kind of cell --
| kind | cells | cell delay (ps) |
|---|---|---|
| and+or+nand+nor | 2 | 340 |
| adders and majority gates | 5 | 2340 |
| AOI/OAI and AO/OA | 2 | 210 |
| buffers and inverters | 4 | 1050 |
-- per-stage QoR --
step / total power [mW] / area, sq um / hold slack (ps)
floorplan: 0.281 / 1810 / 442
global placement: 0.324 / 2250 / 457
detailed placement: 0.326 / 2250 / 460
CTS: 0.415 / 2300 / 473
global route: 0.450 / 2300 / 480
finish: 0.409 / 2300 / 470
-- per-layer routing --
layer | vias up | track usage, % | wire length (um)
li1 | 717 | - | -
met1 | 673 | 19.7 | 1750
met2 | 30 | 21.5 | 1570
met3 | 2 | 1.51 | 177
met4 | 0 | 0.727 | 13
met5 | - | 0 | 0
-- state kept, by name, indices dropped and copies added, names as in the netlist --
signal and cells:
CS 13, o_TX_SbMessage 3, clear_req_count 2, apply_repeater 1, handle_error_req 1, o_MBINIT_REVERSALMB_LaneID_Pattern_En 1
o_MBINIT_REVERSALMB_Module_end 1, o_Second_Clear_Error_Req 1, o_tx_data_valid_reversal 1
-- cells in the mapped netlist (3+ instances only) --
cell type                 instances
sky130_fd_sc_hd__nor3_1           4
sky130_fd_sc_hd__o21ai_0          7
sky130_fd_sc_hd__nand2_1         14
sky130_fd_sc_hd__fa_1            10
sky130_fd_sc_hd__inv_1           37
sky130_fd_sc_hd__dfrtp_1         23
sky130_fd_sc_hd__nand3_1          6
sky130_fd_sc_hd__nor2_1          16
sky130_fd_sc_hd__ha_1             6
sky130_fd_sc_hd__nor2b_1         10
sky130_fd_sc_hd__a21oi_1          4
sky130_fd_sc_hd__buf_4            3
sky130_fd_sc_hd__and2_1           3
-- report_power, final --
group | total (mW) | internal, mW | switching (mW)
Combinational | 0.183 | 0.0926 | 0.0902
Sequential | 0.138 | 0.136 | 0.00229
Clock | 0.0877 | 0.0475 | 0.0402
-- cells by family after synthesis --
family / after synthesis / share of synthesized area [%]
other: 1 / 0.207
and+or+nand+nor: 72 / 22.6
AOI/OAI and AO/OA: 35 / 17.4
muxes: 1 / 0.554
xor gates and xnor gates: 1 / 0.485
buffers and inverters: 42 / 10.3
DFF: 24 / 33.3
adders and majority gates: 16 / 15.2
Power figures rest on the tool's default switching activity, not on a simulated workload.
