`design/flow/design.v`:
```
module REPAIRVAL_Module (
    input               CLK,
    input               rst_n,
    input               i_REPAIRCLK_end,
    input               i_VAL_Pattern_done,
    input [3:0]         i_Rx_SbMessage,
    input               i_Busy_SideBand,
    input               i_falling_edge_busy,
    input               i_VAL_Result_logged, 
    input               i_msg_valid,
    output reg          o_train_error_req,
    output reg          o_MBINIT_REPAIRVAL_Pattern_En,
    output reg          o_MBINIT_REPAIRVAL_Module_end,
    output reg [3:0]    o_TX_SbMessage,
    output reg          o_ValidOutDatat_Module
);
localparam MBINI_REPAIRVAL_init_req     = 4'b0001;
localparam MBINIT_REPAIRVAL_init_resp   = 4'b0010;
localparam MBINIT_REPAIRVAL_result_req  = 4'b0011;
localparam MBINIT_REPAIRVAL_result_resp = 4'b0100;
localparam MBINIT_REPAIRVAL_done_req    = 4'b0101;
localparam MBINIT_REPAIRVAL_done_resp   = 4'b0110;
localparam IDLE                   = 4'd0;
localparam SEND_INIT_REQUEST      = 4'd1;
localparam WAIT_BUSY_CLEAR_INIT  = 4'd2;
localparam WAIT_FOR_RESPONSE     = 4'd3;
localparam RUN_VALIDATION_PATTERN= 4'd4;
localparam WAIT_BUSY_CLEAR_RESULT= 4'd5;
localparam SEND_RESULT_REQUEST   = 4'd6;
localparam VERIFY_RESULT         = 4'd7;
localparam WAIT_BUSY_CLEAR_DONE  = 4'd8;
localparam SEND_DONE_REQUEST     = 4'd9;
localparam SEQUENCE_COMPLETE     = 4'd10;
reg [3:0] current_state,next_state;
always @(posedge CLK or negedge rst_n)
    if(!rst_n)
        current_state <= IDLE;
    else
        current_state <= next_state;
always @(*) begin
    next_state = current_state;
    case(current_state)
    IDLE:
        if(i_REPAIRCLK_end && ~i_Busy_SideBand)
            next_state = SEND_INIT_REQUEST;
    SEND_INIT_REQUEST:
        if(i_falling_edge_busy)
            next_state = WAIT_BUSY_CLEAR_INIT;
    WAIT_BUSY_CLEAR_INIT:
        if(~i_Busy_SideBand)
            next_state = WAIT_FOR_RESPONSE;
    WAIT_FOR_RESPONSE:
        if(i_Rx_SbMessage==MBINIT_REPAIRVAL_init_resp && i_msg_valid)
            next_state = RUN_VALIDATION_PATTERN;
        else if(i_Rx_SbMessage==MBINIT_REPAIRVAL_result_resp && i_msg_valid)
            next_state = VERIFY_RESULT;
        else if(i_Rx_SbMessage==MBINIT_REPAIRVAL_done_resp && i_msg_valid)
            next_state = SEQUENCE_COMPLETE;
    RUN_VALIDATION_PATTERN:
        if(i_VAL_Pattern_done)
            next_state = WAIT_BUSY_CLEAR_RESULT;
    WAIT_BUSY_CLEAR_RESULT:
        if(~i_Busy_SideBand)
            next_state = SEND_RESULT_REQUEST;
    SEND_RESULT_REQUEST:
        if(i_falling_edge_busy)
            next_state = WAIT_FOR_RESPONSE;
    VERIFY_RESULT:
        if(~i_VAL_Result_logged)
            next_state = IDLE;
        else
            next_state = WAIT_BUSY_CLEAR_DONE;
    WAIT_BUSY_CLEAR_DONE:
        if(~i_Busy_SideBand)
            next_state = SEND_DONE_REQUEST;
    SEND_DONE_REQUEST:
        if(i_falling_edge_busy)
            next_state = WAIT_FOR_RESPONSE;
    SEQUENCE_COMPLETE:
        if(~i_REPAIRCLK_end)
            next_state = IDLE;
    default:
        next_state = IDLE;
    endcase
end
always @(posedge CLK or negedge rst_n) begin
    if(!rst_n) begin
        o_train_error_req             <= 0;
        o_MBINIT_REPAIRVAL_Pattern_En <= 0;
        o_MBINIT_REPAIRVAL_Module_end <= 0;
        o_TX_SbMessage                <= 0;
        o_ValidOutDatat_Module        <= 0;
    end else begin
        o_train_error_req             <= 0;
        o_MBINIT_REPAIRVAL_Pattern_En <= 0;
        o_MBINIT_REPAIRVAL_Module_end <= 0;
        o_TX_SbMessage                <= 0;
        o_ValidOutDatat_Module        <= 0;
        case(next_state)
        SEND_INIT_REQUEST: begin
            o_ValidOutDatat_Module <= 1;
            o_TX_SbMessage         <= MBINI_REPAIRVAL_init_req;
        end
        RUN_VALIDATION_PATTERN:
            o_MBINIT_REPAIRVAL_Pattern_En <= 1;
        SEND_RESULT_REQUEST: begin
            o_ValidOutDatat_Module <= 1;
            o_TX_SbMessage         <= MBINIT_REPAIRVAL_result_req;
        end
        VERIFY_RESULT:
            if(~i_VAL_Result_logged)
                o_train_error_req <= 1;
        SEND_DONE_REQUEST: begin
            o_ValidOutDatat_Module <= 1;
            o_TX_SbMessage         <= MBINIT_REPAIRVAL_done_req;
        end
        SEQUENCE_COMPLETE:
            o_MBINIT_REPAIRVAL_Module_end <= 1;
        default:
        o_ValidOutDatat_Module        <= 0;
        endcase
    end
end
endmodule
module REPAIRVAL_ModulePartner (
    input  wire         CLK,
    input  wire         rst_n,
    input  wire         i_REPAIRCLK_end,
    input  wire         i_VAL_Result_logged, 
    input  wire [3:0]   i_Rx_SbMessage,
    input  wire         i_falling_edge_busy,
    input  wire         i_Busy_SideBand,
    input  wire         i_msg_valid,
    output reg          o_VAL_128Result_logged,
    output reg [3:0]    o_TX_SbMessage,
    output reg          o_MBINIT_REPAIRVAL_ModulePartner_end,
    output reg          o_ValidOutDatat_ModulePartner,
    output reg          o_enable_16_iterations
);
localparam IDLE                      = 4'd0;
localparam WAIT_INIT_REQUEST         = 4'd1;
localparam SEND_INIT_RESPONSE        = 4'd2;
localparam SEND_RESULT_RESPONSE      = 4'd3;
localparam SEND_DONE_RESPONSE        = 4'd4;
localparam SEQUENCE_COMPLETE         = 4'd5;
localparam WAIT_FOR_REQUEST          = 4'd6;
localparam WAIT_BUSY_CLEAR_INIT      = 4'd7;
localparam WAIT_BUSY_CLEAR_RESULT    = 4'd8;
localparam WAIT_BUSY_CLEAR_DONE      = 4'd9;
localparam MBINI_REPAIRVAL_init_req     = 4'b0001;
localparam MBINIT_REPAIRVAL_init_resp   = 4'b0010;
localparam MBINIT_REPAIRVAL_result_req  = 4'b0011;
localparam MBINIT_REPAIRVAL_result_resp = 4'b0100;
localparam MBINIT_REPAIRVAL_done_req    = 4'b0101;
localparam MBINIT_REPAIRVAL_done_resp   = 4'b0110;
reg [3:0] current_state, next_state;
reg val_result_latched;
always @(posedge CLK or negedge rst_n) begin
    if (!rst_n)
        current_state <= IDLE;
    else
        current_state <= next_state;
end
always @(posedge CLK or negedge rst_n) begin
    if (!rst_n)
        val_result_latched <= 1'b0;
    else if (current_state == WAIT_BUSY_CLEAR_RESULT && ~i_Busy_SideBand)
        val_result_latched <= i_VAL_Result_logged;
end
always @(*) begin
    next_state = current_state;  
    case(current_state)
        IDLE: begin
            if (i_REPAIRCLK_end)
                next_state = WAIT_INIT_REQUEST;
        end
        WAIT_INIT_REQUEST: begin
            if (~i_REPAIRCLK_end)
                next_state = IDLE;
            else if (i_Rx_SbMessage == MBINI_REPAIRVAL_init_req && i_msg_valid)
                next_state = WAIT_BUSY_CLEAR_INIT;
        end
        WAIT_BUSY_CLEAR_INIT: begin
            if (~i_REPAIRCLK_end)
                next_state = IDLE;
            else if (~i_Busy_SideBand)
                next_state = SEND_INIT_RESPONSE;
        end
        SEND_INIT_RESPONSE: begin
            if (~i_REPAIRCLK_end)
                next_state = IDLE;
            else if (i_falling_edge_busy)
                next_state = WAIT_FOR_REQUEST;
        end
        WAIT_FOR_REQUEST: begin
            if (~i_REPAIRCLK_end)
                next_state = IDLE;
            else if (i_Rx_SbMessage == MBINIT_REPAIRVAL_result_req && i_msg_valid)
                next_state = WAIT_BUSY_CLEAR_RESULT;
            else if (i_Rx_SbMessage == MBINIT_REPAIRVAL_done_req && i_msg_valid)
                next_state = WAIT_BUSY_CLEAR_DONE;
        end
        WAIT_BUSY_CLEAR_RESULT: begin
            if (~i_REPAIRCLK_end)
                next_state = IDLE;
            else if (~i_Busy_SideBand)
                next_state = SEND_RESULT_RESPONSE;
        end
        SEND_RESULT_RESPONSE: begin
            if (~i_REPAIRCLK_end)
                next_state = IDLE;
            else if (i_falling_edge_busy)
                next_state = WAIT_FOR_REQUEST;
        end
        WAIT_BUSY_CLEAR_DONE: begin
            if (~i_REPAIRCLK_end)
                next_state = IDLE;
            else if (~i_Busy_SideBand)
                next_state = SEND_DONE_RESPONSE;
        end
        SEND_DONE_RESPONSE: begin
            if (~i_REPAIRCLK_end)
                next_state = IDLE;
            else if (i_falling_edge_busy)
                next_state = SEQUENCE_COMPLETE;
        end
        SEQUENCE_COMPLETE: begin
            if (~i_REPAIRCLK_end)
                next_state = IDLE;
        end
        default: next_state = IDLE;
    endcase
end
always @(posedge CLK or negedge rst_n) begin
    if (!rst_n) begin
        o_ValidOutDatat_ModulePartner        <= 1'b0;
        o_VAL_128Result_logged               <= 1'b0;
        o_TX_SbMessage                       <= 4'b0000;
        o_MBINIT_REPAIRVAL_ModulePartner_end <= 1'b0;
        o_enable_16_iterations               <= 1'b0;
    end else begin
        o_ValidOutDatat_ModulePartner        <= 1'b0;
        o_VAL_128Result_logged               <= 1'b0;
        o_TX_SbMessage                       <= 4'b0000;
        o_MBINIT_REPAIRVAL_ModulePartner_end <= 1'b0;
        o_enable_16_iterations               <= 1'b1;
        case(next_state)
            SEND_INIT_RESPONSE: begin
                o_ValidOutDatat_ModulePartner <= 1'b1;
                o_TX_SbMessage                <= MBINIT_REPAIRVAL_init_resp;
            end
            SEND_RESULT_RESPONSE: begin
                o_ValidOutDatat_ModulePartner <= 1'b1;
                o_TX_SbMessage                <= MBINIT_REPAIRVAL_result_resp;
                o_VAL_128Result_logged        <= val_result_latched; 
            end
            SEND_DONE_RESPONSE: begin
                o_ValidOutDatat_ModulePartner <= 1'b1;
                o_TX_SbMessage                <= MBINIT_REPAIRVAL_done_resp;
            end
            SEQUENCE_COMPLETE: begin
                o_MBINIT_REPAIRVAL_ModulePartner_end <= 1'b1;
            end
        endcase
    end
end
endmodule
module REPAIRVAL_Wrapper (
    input wire          CLK,
    input wire          rst_n,
    input wire          i_REPAIRCLK_end,
    input wire          i_VAL_Pattern_done,
    input wire [3:0]    i_Rx_SbMessage,
    input wire          i_msg_valid,
    input wire          i_falling_edge_busy,
    input wire          i_VAL_Result_logged_RXSB,
    input wire          i_VAL_Result_logged_COMB,
    output wire         o_train_error_req,
    output wire         o_MBINIT_REPAIRVAL_Pattern_En,
    output wire         o_MBINIT_REPAIRVAL_end,
    output wire [3:0]   o_TX_SbMessage,
    output wire         o_VAL_128Result_logged,
    output wire         o_enable_16_iterations,
    output wire         o_ValidOutData
);
wire module_train_error_req;
wire module_pattern_enable;
wire o_MBINIT_REPAIRVAL_Module_end;
wire module_valid_tx_data;
wire [3:0] module_tx_message;
wire partner_validation_result_status;
wire o_MBINIT_REPAIRVAL_ModulePartner_end;
wire partner_valid_tx_data;
wire partner_enable_16_iterations;
wire [3:0] partner_tx_message;
REPAIRVAL_Module u_repairval_module (
    .CLK                            (CLK),
    .rst_n                          (rst_n),
    .i_REPAIRCLK_end                (i_REPAIRCLK_end),
    .i_VAL_Pattern_done             (i_VAL_Pattern_done),
    .i_Rx_SbMessage                 (i_Rx_SbMessage),
    .i_Busy_SideBand                (partner_valid_tx_data),
    .i_msg_valid                    (i_msg_valid),
    .i_falling_edge_busy            (i_falling_edge_busy),
    .i_VAL_Result_logged            (i_VAL_Result_logged_RXSB),
    .o_train_error_req              (module_train_error_req),
    .o_MBINIT_REPAIRVAL_Pattern_En  (module_pattern_enable),
    .o_MBINIT_REPAIRVAL_Module_end  (o_MBINIT_REPAIRVAL_Module_end),
    .o_TX_SbMessage                 (module_tx_message),
    .o_ValidOutDatat_Module         (module_valid_tx_data)
);
REPAIRVAL_ModulePartner u_repairval_partner (
    .CLK                                    (CLK),
    .rst_n                                  (rst_n),
    .i_REPAIRCLK_end                        (i_REPAIRCLK_end),
    .i_VAL_Result_logged                    (i_VAL_Result_logged_COMB),
    .i_Rx_SbMessage                         (i_Rx_SbMessage),
    .i_msg_valid                            (i_msg_valid),
    .i_falling_edge_busy                    (i_falling_edge_busy),
    .i_Busy_SideBand                        (module_valid_tx_data),
    .o_VAL_128Result_logged                 (partner_validation_result_status),
    .o_TX_SbMessage                         (partner_tx_message),
    .o_MBINIT_REPAIRVAL_ModulePartner_end   (o_MBINIT_REPAIRVAL_ModulePartner_end),
    .o_ValidOutDatat_ModulePartner          (partner_valid_tx_data),
    .o_enable_16_iterations                 (partner_enable_16_iterations)
);
assign o_TX_SbMessage = partner_valid_tx_data ? partner_tx_message :
                        module_valid_tx_data  ? module_tx_message  : 4'b0000;
assign o_MBINIT_REPAIRVAL_end = o_MBINIT_REPAIRVAL_Module_end && o_MBINIT_REPAIRVAL_ModulePartner_end;
assign o_train_error_req              = module_train_error_req;
assign o_MBINIT_REPAIRVAL_Pattern_En  = module_pattern_enable;
assign o_VAL_128Result_logged         = partner_validation_result_status;
assign o_enable_16_iterations         = partner_enable_16_iterations;
assign o_ValidOutData                 = partner_valid_tx_data || module_valid_tx_data;
endmodule
```
`design/flow/run.sh`:
```
#!/bin/bash
# OpenROAD 26Q1-2900-gdf79404cd8, Yosys 0.63+post, stock flow scripts
make -C /OpenROAD-flow-scripts/flow DESIGN_CONFIG=/design/flow/config.mk WORK_HOME=/design/flow/orfs finish
```
`design/flow/config.mk`:
```
export PLATFORM = sky130hd
export DESIGN_NAME = REPAIRVAL_Wrapper
export DESIGN_NICKNAME = REPAIRVAL_Wrapper
export VERILOG_FILES = /design/flow/design.v
export SDC_FILE = /design/flow/constraint.sdc
export NUM_CORES = 4
export LEC_CHECK = 1
export CORE_UTILIZATION = 30
```
`design/flow/constraint.sdc`:
```
current_design REPAIRVAL_Wrapper

set clk_period 2.2
set clk_io_pct 0.2

create_clock -name clk0 -period $clk_period [get_ports {CLK}]

set non_clock_inputs [all_inputs -no_clocks]
set_input_delay [expr $clk_period * $clk_io_pct] -clock clk0 $non_clock_inputs
set_output_delay [expr $clk_period * $clk_io_pct] -clock clk0 [all_outputs]
```
==> Slide: Implementation Results <==
Physical Implementation Snapshot

Outcome
  • Status: completed

Setup path
  • CP required: 1.76 ns
  • R2r setup slk: 0.41 ns
  • Slowest stage cell, crit path: dfrtp_1
  • Crit-path max FO: 13
  • Setup crit end kind: primary output
  • R2R Path Start: u_repairval_partner.o_ValidOutDatat_ModulePartner
  • Critical Path, Cell by Cell: nor2b_2, a22o_1, clkdlybuf4s50_1
  • Arr. time, crit path: 1.61 ns
  • Reg2reg end: u_repairval_module.o_TX_SbMessage[0]
  • Worst R2R Path Depth: 4
  • Crit Path Category: flop to primary output
  • Critical path launch point type: flop
  • Largest stage delay on the critical path: 0.53 ns

Synthesis
  • Post-synth top flop: dfrtp_1
  • Yosys warns: 2
  • Post-Syn Area: 1720 µm²
  • Synth top cell by count: dfrtp_1
  • And+or+nand+nor area frac: 22.4%
  • Post-synth area from yosys stat: 1720 µm²
  • Mapped Avg Cell Area: 10.8 µm²
  • Ys cells: 159
  • Async S/R FF share, synth: 100%
  • Sequential share of the synthesized area: 51.1%
  • Syn Inst Count: 159
  • Seq cells post-synth: 35
  • Top cells by count: dfrtp_1, nand2_1, nor2_1
  • Top cell area share: 48.1%
  • Compound Share, Synth: 20.8%
  • EDFF count, synth: 0
  • Main logic family: simple AND/OR/NAND/NOR gates
  • Main area contributors: dfrtp_1, dfstp_2, nor2b_1
  • Mux cell area share after synthesis: 0.655%
  • Yosys xor share: 0%
  • Synth Area in Adders: 0%
  • Cell type with the largest total area: dfrtp_1
  • Synth unique cells: 55

Detailed routing
  • Routed WL per cell: 12.9 µm
  • Post-DRT Antenna Nets: 0
  • DRT Pass-1 Iters: 4
  • Ant diodes: 0
  • Routed vias/inst: 4.84
  • Via count: 1274
  • DR iter-0 viols: 73
  • # DRC: 0
  • Final WL: 3390 µm

Floorplanning
  • Std cell rows: 27
  • Initial core utilization: 31.2%
  • Core Area: 5510 µm²
  • Chip Width: 77.7 µm
  • I/O pins: 22
  • Die area: 6030 µm²
  • Die Height: 77.7 µm

Clocking
  • Clock-pin slew on the worst setup and hold paths: 0.07 ns
  • Post-cts sizing count: 0
  • Max Root-Sink Buffers: 2
  • # clock sinks: 35
  • CTS tree: yes
  • Worst-Skew Late Latency: 0.29 ns
  • Hold buffer count at CTS: 0
  • CTS root buf: clkbuf_8
  • Total CTS buffers: 5
  • H-tree levels: 2
  • # Post-CTS Setup Buffers: 0

Timing
  • Hold Slack: 0.512 ns
  • Unrepaired setup endpoints after global routing: false
  • Tcrit/Tclk final: 93.4%
  • Final setup viols: 0
  • Slew Viols, Final: 0
  • Fin Clk Skew: 0.00944 ns
  • F_max: 487 MHz
  • Period minus WS final: 2.05 ns
  • TNS Setup: 0 ns
  • Final hold viol count: 0

Global route
  • First-pass GRT wire length: 5960 µm
  • Grt total ovfl: 0
  • Overall routing resource usage: 12.8%
  • Largest net degree at the start of global routing: 36
  • Number of global-route vias before repair: 1232
  • Initial antenna violation count: 0

Placement
  • Port Buffer Count: 20
  • Detailed Place HPWL: 2480 µm
  • RePlAce Congestion: 0.809

Min path
  • Hold path depth: 1
  • Worst hold path endpoint: u_repairval_partner.val_result_latched
  • Worst min path class: flop to flop
  • Hold_sp: u_repairval_partner.val_result_latched

Layout
  • Comb gate area: 764 µm²
  • Core Util, Final: 38.9%
  • Number of fill cells: 536
  • Area Overhead vs Synth: 24.8%
  • Register area: 880 µm²
  • Layout cells sized above 1: 16.2%

Run
  • Max cap viols: 0
  • Tool warnings: 25

Power
  • Worst VDD drop: 265 µV
  • P_leak: 0.919 nW
  • Power, Total: 0.00142 W
  • P per Cell Area: 664 nW/µm²
## kinds of logic after synthesis
| logic type | count (synthesis) |
|---|---|
| simple gates | 63 |
| compound gates | 42 |
| flops | 35 |
| buf+inv | 16 |
| other cells | 2 |
| mux | 1 |
## worst max-delay path by stage
| stage | slack, ns | depth (start not counted) | end | startpoint |
|---|---|---|---|---|
| 6_report | 0.15 | 3 | o_TX_SbMessage[2] | u_repairval_partner.o_ValidOutDatat_ModulePartner |
| 5_1_grt | 0.04 | 3 | o_TX_SbMessage[2] | u_repairval_partner.o_ValidOutDatat_ModulePartner |
| 4_1_cts | 0.1 | 3 | o_TX_SbMessage[1] | u_repairval_module.o_ValidOutDatat_Module |
## registers in the layout, indices dropped and copies added (netlist names)
| signal | flops |
|---|---|
| u_repairval_partner.current_state | 10 |
| u_repairval_partner.o_VAL_128Result_logged | 1 |
| u_repairval_partner.o_ValidOutDatat_ModulePartner | 1 |
| u_repairval_partner.o_enable_16_iterations | 1 |
| u_repairval_partner.val_result_latched | 1 |
| u_repairval_module.o_MBINIT_REPAIRVAL_Pattern_En | 1 |
| u_repairval_module.o_MBINIT_REPAIRVAL_Module_end | 1 |
| u_repairval_partner.o_MBINIT_REPAIRVAL_ModulePartner_end | 1 |
| u_repairval_module.o_train_error_req | 1 |
| u_repairval_module.o_TX_SbMessage | 3 |
| u_repairval_module.o_ValidOutDatat_Module | 1 |
| u_repairval_partner.o_TX_SbMessage | 2 |
| u_repairval_module.current_state | 11 |
## critical path, delay by kind of cell (launching register included)
family                 cells  cell delay [ns]
AND/OR/NAND/NOR            1             0.21
flip-flops                 1             0.53
AND-OR/OR-AND              1             0.14
buffers and inverters      1             0.45
## cells in the final DEF, fill, tap and decap left out, drive strengths merged, types with 2 or more instances in the layout
master / count
nand3b: 2
nor2b: 8
and2: 5
a21o: 2
o211ai: 2
nand2b: 6
a22o: 4
nor2: 11
inv: 10
nand3: 2
o32ai: 2
dfstp: 2
clkbuf: 8
dfrtp: 33
nand2: 13
nor3: 3
conb: 2
a32o: 2
nor4: 3
buf: 9
o221ai: 2
a21oi: 6
nor4b: 2
or3: 2
clkdlybuf4s50: 20
o21bai: 2
o21ai: 7
o22ai: 2
## layer usage
metal | global-route usage, % | share of wire [%] | up-vias
li1 | - | - | 636
met4 | 1.70 | 0.91 | 0
met2 | 18.0 | 43 | 39
met1 | 21.0 | 50 | 594
met3 | 3.23 | 5.8 | 5
met5 | 0 | 0 | -
## power by group
group	switching, W	internal [W]
registers	0.0000230	0.000674
clock network	0.000224	0.000286
logic	0.000105	0.000111
## stage by stage
step,instances,setup WS [ns],area (µm²)
after floorplan,159,0.665,1720
after global placement,255,0.0530,2040
after detailed placement,255,0.0371,2040
after CTS,263,0.0983,2140
after global routing,263,0.0409,2140
final,263,0.145,2140
## cell type report
cell class                      instances  share of cell area [%]
Clock buffer                            8                    4.67
Inverter                               11                    1.93
Multi-Input combinational cell        108                    35.7
Sequential cell                        35                    41.0
Tap cell                               72                    4.20
Timing Repair Buffer                   29                    12.5
No activity file was given, so power comes from the tool's default toggle rates.
